[flow/run.sh]
#!/bin/bash
# OpenROAD 26Q1-2900-gdf79404cd8, Yosys 0.63+post, stock flow scripts
make -C /OpenROAD-flow-scripts/flow DESIGN_CONFIG=/design/flow/config.mk WORK_HOME=/design/flow/orfs finish
[flow/config.mk]
export PLATFORM = sky130hd
export DESIGN_NAME = CONV
export DESIGN_NICKNAME = CONV
export VERILOG_FILES = /design/flow/design.v
export SDC_FILE = /design/flow/constraint.sdc
export NUM_CORES = 4
export LEC_CHECK = 1
export CORE_UTILIZATION = 40
[flow/constraint.sdc]
current_design CONV

set clk_period 23.7
set clk_io_pct 0.2

create_clock -name clk0 -period $clk_period [get_ports {clk}]

set non_clock_inputs [all_inputs -no_clocks]
set_input_delay [expr $clk_period * $clk_io_pct] -clock clk0 $non_clock_inputs
set_output_delay [expr $clk_period * $clk_io_pct] -clock clk0 [all_outputs]
[flow/design.v]
`timescale 1ns/10ps
module  CONV(
	input				clk,
	input				reset,
	output logic		busy,	
	input				ready,	
	output logic [13:0]	iaddr,
	input  		 [7:0]	idata,	
	output logic		ioe,
	output logic		wen_L0,
	output logic		oe_L0,
	output logic [13:0]	addr_L0,
	output logic [11:0] w_data_L0,
	input  		 [11:0] r_data_L0,
	output logic 		wen_L1,
	output logic		oe_L1,
	output logic [11:0]	addr_L1,
	output logic [11:0]	w_data_L1,
	input  		 [11:0]	r_data_L1,
	output logic		oe_weight,
	output logic [15:0]	addr_weight,
	input  logic signed  [7:0]  r_data_weight,
	output logic		wen_L2,
	output logic [3:0]	addr_L2,
	output logic [31:0]	w_data_L2
	);
reg [1:0] fully_flag;
reg[3:0] i0,i4,i5,i6;
reg [3:0] state,next_state;
reg [11:0] data [0:8];
reg [15:0] zero_index,addr_index0,addr_index1,addr_index2,addr_index3,addr_index4,L0_index;
reg signed [31:0] data_fully;
parameter INIT=4'd0,ADDR1=4'd1,WAIT1=4'd2,DATA_i0=4'd3,LAYER0=4'd4,ADDR2=4'd5,LAYER1=4'd6,
		  LAYER1_1=4'd7,ADDR3=4'd8,WAIT3=4'd9,LAYER2=4'd10,LAYER2_1=4'd11,FINI=4'd12;
always @(posedge clk or posedge reset ) begin
  if(reset) state<=INIT;
  else state<=next_state;
end
always @(*) begin
	case (state)
		INIT:begin
			next_state=(ready)?ADDR1:INIT;	
		end 
		ADDR1:begin
			next_state=WAIT1;
		end
		WAIT1:begin
			next_state=(fully_flag==0)?DATA_i0:(fully_flag==1)?LAYER1:LAYER2;		   
		end
		DATA_i0:begin
			next_state=(i0>=8&&zero_index==0||i0>=7&&zero_index==127||i0>=5&&zero_index==16510||
			            i0>=4&&zero_index==16637||i0>=8&&zero_index%130==0&&zero_index!=0&&zero_index!=16510||
						i5>=7&&zero_index%130==127&&zero_index!=127&&zero_index!=16637||
						i6>=8&&zero_index>0&&zero_index<127||i4>=5&&zero_index>16510&&zero_index<16637||i4>=8)?LAYER0:ADDR1;	
		end
		LAYER0:begin
			next_state=(L0_index>=16383)?ADDR2:ADDR1;
		end
		ADDR2:begin
			next_state=WAIT1;
		end
		LAYER1:begin
			next_state=(i0>=3)?LAYER1_1:ADDR2;
		end
		LAYER1_1:begin
			next_state=(addr_index1>=4095)?ADDR3:ADDR2;
		end
		ADDR3:begin
			next_state=WAIT1;
		end
		LAYER2:begin
			next_state=(addr_index2>=4095)?LAYER2_1:ADDR3;
		end
		LAYER2_1:begin
			next_state=(addr_index4>=9)?FINI:ADDR3;
		end
		FINI:begin
			next_state=INIT;
		end
		default; 
	endcase
end
always @(posedge clk) begin
	case (state)
		INIT:begin
			zero_index<=16'h0;
			i0<=4'h4;
			i4<=4'h0;
			i5<=4'h0;
			i6<=4'h3;
			addr_index0<=0;
			addr_index1<=126;
			addr_index2<=0;
			addr_index3<=16128;
			addr_index4<=0;
			L0_index<=0;
			wen_L0<=0;
			ioe<=0;
			busy<=0;
			data_fully<=0;
			fully_flag<=0;
		end 
		ADDR1:begin
			wen_L0<=0;
            ioe<=1;
			if (zero_index==0) begin
				if (i0==4) iaddr<=14'h0;
				else if (i0==5) iaddr<=14'h1; 
				else if (i0==7) iaddr<=14'h80;
				else iaddr<=14'h81;	
			end
			else if (zero_index==127) begin
				if (i0==3) iaddr<=14'h7E;
				else if (i0==4) iaddr<=14'h7F; 
				else if (i0==6) iaddr<=14'hFE;
				else iaddr<=14'hFF;	
			end
			else if (zero_index==16510) begin
				if (i0==1) iaddr<=14'h3F00;
				else if (i0==2) iaddr<=14'h3F01; 
				else if (i0==4) iaddr<=14'h3F80;
				else iaddr<=14'h3F81;		
			end
			else if (zero_index==16637) begin
				if (i0==0) iaddr<=14'h3F7E;
				else if (i0==1) iaddr<=14'h3F7F; 
				else if (i0==3) iaddr<=14'h3FFE;
				else iaddr<=14'h3FFF;		
			end
			else if (zero_index%130==0&&zero_index!=0&&zero_index!=16510) begin
				if (i0==1) iaddr<=addr_index0;
				else if (i0==2) iaddr<=addr_index0+1; 
				else if (i0==4) iaddr<=addr_index0+128;
				else if (i0==5) iaddr<=addr_index0+129;
				else if (i0==7) iaddr<=addr_index0+256;
				else iaddr<=addr_index0+257;
			end
			else if (zero_index%130==127&&zero_index!=127&&zero_index!=16637) begin
				if (i5==0) iaddr<=addr_index1;
				else if (i5==1) iaddr<=addr_index1+1; 
				else if (i5==3) iaddr<=addr_index1+128;
				else if (i5==4) iaddr<=addr_index1+129;
				else if (i5==6) iaddr<=addr_index1+256;
				else iaddr<=addr_index1+257;	
			end
			else if (zero_index>0&&zero_index<127) begin
				if (i6==3) iaddr<=addr_index2;
				else if (i6==4) iaddr<=addr_index2+1; 
				else if (i6==5) iaddr<=addr_index2+2;
				else if (i6==6) iaddr<=addr_index2+128;
				else if (i6==7) iaddr<=addr_index2+129;
				else iaddr<=addr_index2+130;	
			end
			else if (zero_index>16510&&zero_index<16637) begin
				if (i4==0) iaddr<=addr_index3;
				else if (i4==1) iaddr<=addr_index3+1; 
				else if (i4==2) iaddr<=addr_index3+2;
				else if (i4==3) iaddr<=addr_index3+128;
				else if (i4==4) iaddr<=addr_index3+129;
				else iaddr<=addr_index3+130;
			end
			else begin
				if (i4==0) iaddr<=addr_index4;
				else if (i4==1) iaddr<=addr_index4+1; 
				else if (i4==2) iaddr<=addr_index4+2;
				else if (i4==3) iaddr<=addr_index4+128;
				else if (i4==4) iaddr<=addr_index4+129;
				else if (i4==5) iaddr<=addr_index4+130;
				else if (i4==6) iaddr<=addr_index4+256;
				else if (i4==7) iaddr<=addr_index4+257;
				else iaddr<=addr_index4+258;	
			end
		end
		DATA_i0:begin
			if (zero_index==0) begin
				data[0]<=8'h0;
			    data[1]<=8'h0;
			    data[2]<=8'h0;
			    data[3]<=8'h0;
			    data[6]<=8'h0;
                data[i0]<=idata;
			    i0<=(i0==5)?i0+2:i0+1;	
			end
			else if (zero_index==127) begin
				data[0]<=8'h0;
			    data[1]<=8'h0;
			    data[2]<=8'h0;
			    data[5]<=8'h0;
			    data[8]<=8'h0;
                data[i0]<=idata;
			    i0<=(i0==4)?i0+2:i0+1;		
			end
			else if (zero_index==16510) begin
			    data[0]<=8'h0;
			    data[3]<=8'h0;
			    data[6]<=8'h0;
			    data[7]<=8'h0;
			    data[8]<=8'h0;
                data[i0]<=idata;
			    i0<=(i0==2)?i0+2:i0+1;	
			end
			else if (zero_index==16637) begin
				data[2]<=8'h0;
			    data[5]<=8'h0;
			    data[6]<=8'h0;
			    data[7]<=8'h0;
			    data[8]<=8'h0;
                data[i0]<=idata;
			    i0<=(i0==1)?i0+2:i0+1;
			end
			else if (zero_index%130==0&&zero_index!=0&&zero_index!=16510) begin
			   data[0]<=8'h0;
               data[3]<=8'h0;
               data[6]<=8'h0;
               data[i0]<=idata;
               i0<=(i0%3==2)?i0+2:i0+1;	
			end
			else if (zero_index%130==127&&zero_index!=127&&zero_index!=16637) begin
			    data[2]<=8'h0;
			    data[5]<=8'h0;
			    data[8]<=8'h0;
			    data[i5]<=idata;
			    i5<=(i5%3==1)?i5+2:i5+1;
			end
			else if (zero_index>0&&zero_index<127) begin
				data[0]<=8'h0;
                data[1]<=8'h0;
                data[2]<=8'h0;
                data[i6]<=idata;
                i6<=i6+1;
			end
			else if ((zero_index>16510&&zero_index<16637)) begin
				data[6]<=8'h0;
			    data[7]<=8'h0;
			    data[8]<=8'h0;
			    data[i4]<=idata;
			    i4<=i4+1;
			end
			else begin
				data[i4]<=idata;
			    i4<=i4+1;
			end	
		end
		LAYER0:begin
			if (i0>=8&&zero_index==0) begin
				i0<=3;
				zero_index<=zero_index+1;
			end
			else if (i0>=7&&zero_index==127) begin
				i0<=1;
				zero_index<=zero_index+3;
			end
			else if (i0>=5&&zero_index==16510) begin
				i0<=0;
				zero_index<=zero_index+1;
			end
			else if (i0>=4&&zero_index==16637) begin
				i0<=0;
				zero_index<=zero_index+1;
				addr_index0<=0;
				addr_index1<=0;
				addr_index2<=0;
				addr_index3<=0;
				addr_index4<=0;
			end
			else if (i0>=8&&zero_index%130==0&&zero_index!=0&&zero_index!=16510) begin
				i0<=0;
				zero_index<=zero_index+1;
				addr_index0<=addr_index0+128;
			end
			else if (i5>=7&&zero_index%130==127&&zero_index!=127&&zero_index!=16637) begin
				i5<=0;
				zero_index<=zero_index+3;
				addr_index1<=addr_index1+128;
			end
			else if (i6>=8&&zero_index>0&&zero_index<127) begin
				i6<=0;
				zero_index<=zero_index+1;
				addr_index2<=addr_index2+1;
			end
			else if (i4>=5&&zero_index>16510&&zero_index<16637) begin
				i4<=0;
				zero_index<=zero_index+1;
				addr_index3<=addr_index3+1;
			end
			else begin
				i4<=0;
				zero_index<=zero_index+1;
				addr_index4<=(addr_index4%128==125)?addr_index4+3:addr_index4+1;
			end
		    ioe<=0;
			wen_L0<=1;
			L0_index<=L0_index+1;
			addr_L0<=L0_index;
            w_data_L0<=($signed(-(data[0]<<1)+data[2]+data[4]+(data[5]<<1)+
                       data[6]+(data[7]<<1)-((data[8]<<1)+data[8]))>0)?$signed(-(data[0]<<1)+data[2]+data[4]+(data[5]<<1)+
                       data[6]+(data[7]<<1)-((data[8]<<1)+data[8])):0;
		end
        ADDR2:begin
			fully_flag<=1;
			wen_L0<=0;
			wen_L1<=0;
			oe_L0<=1;
			if(i0==0) addr_L0<=addr_index0;
			else if (i0==1) addr_L0<=addr_index0+1;
			else if (i0==2) addr_L0<=addr_index0+128;
            else addr_L0<=addr_index0+129;			
		end
		LAYER1:begin
			data[i0]<=r_data_L0;
			i0<=i0+1;
		end
		LAYER1_1:begin
			i0<=0;
			addr_index0<=(addr_index0%128==126)?addr_index0+130:addr_index0+2;
            wen_L1<=1;
			oe_L0<=0;
			addr_L1<=addr_index1;
			addr_index1<=addr_index1+1;
			w_data_L1<=(data[0]>=data[1]&&data[0]>=data[2]&&data[0]>=data[3])?data[0]:
			           (data[1]>=data[2]&&data[1]>=data[3]&&data[1]>=data[0])?data[1]:
					   (data[2]>=data[3]&&data[2]>=data[1]&&data[2]>=data[0])?data[2]:
					   (data[3]>=data[0]&&data[3]>=data[2]&&data[3]>=data[1])?data[3]:0;
		end
		ADDR3:begin
			fully_flag<=2;
			wen_L1<=0;
			wen_L2<=0;
			oe_L1<=1;
			oe_weight<=1;
			addr_L1<=addr_index2;
            addr_weight<=addr_index3;
		end
		LAYER2:begin
			data_fully<=$signed(r_data_L1)*r_data_weight+data_fully;
			addr_index2<=addr_index2+1;
			addr_index3<=addr_index3+1;
		end
		LAYER2_1:begin
			addr_index2<=0;
			oe_L1<=0;
			oe_weight<=0;
			wen_L2<=1;
			addr_L2<=addr_index4;
			w_data_L2<=(data_fully>0)?data_fully:data_fully>>>16;
			addr_index4<=addr_index4+1;
			data_fully<=32'b0;
		end
		FINI:begin
			busy<=1;
		end
		default; 
	endcase
end
endmodule
==> results.txt <==
The synthesis and place-and-route flow finished, so here is a summary.

The number of buffers on the longest clock path came out at 3. The number of pins with negative max-slew slack in the final report is 0. Clock-pin slew was measured on the worst setup and hold paths at 0.08 ns.

The total detailed-routing wirelength came out at 107,900 um. Clock latency on the worst-skew pair, taken at its later pin, is 0.63 ns. Note that the worst hold path type here is reg -> reg.

The largest net degree at the start of global routing is 38. The required time of the worst setup path came out at 24.05 ns. The clock power share is 23.0%. The design draws 0.003301 W. Signal routing reaches up to met5. The cell area that synthesis handed to floorplanning was 36,270 um2. The growth of design area from synthesis to finish came out at 12.48%.

The cell total in the yosys stat output came out at 4,140. Per the detail_route log, met2 wirelength is 50,420 um. Per the slew report, the remaining headroom to the max-slew limit stands at 38.08%. The final hold violation count came out at 0. The flip-flop and latch count after synthesis is 396. The number of unique standard cell types used by synthesis came out at 116. The TritonCTS clock tree is yes. The worst setup path is launched from a register.

Per the OpenROAD floorplan log, the area of the core is 89,870 um2. The met1 layer wirelength in the final routing came out at 47,330 um. The total number of yosys warnings is 1. The setup TNS after final layout came out at 0 ns.

The net switching power in the latest report is 0.001252 W. The die area came out at 91,880 um2. The number of antenna violations at the first check in global routing was 4. The global-route wire length before repair came out at 169,700 um. The dominant register cell in the synthesized netlist is sky130_fd_sc_hd__edfxtp_1. Per the finish-stage timing summary, setup violations number 0.

Setup repair after global routing left no endpoint under its margin. The main area contributors are sky130_fd_sc_hd__edfxtp_1 (26%), sky130_fd_sc_hd__fa_1 (11%), sky130_fd_sc_hd__ha_1 (7.6%). The share of the core filled by cells before placement is 40.36%. The tally of nets with antenna violations remaining after routing came out at 0. The flow ran to the end, and the final reports show no timing, DRC or antenna violations. On the final layout, the worst clock skew is 0.03234 ns.

The synthesized netlist handed to floorplanning was reported with a cell count of 4,140. Counting stages on the worst path, the most repeated cell is sky130_fd_sc_hd__ha_1. The post-synth area from yosys stat came out at 36,270 um2. The fraction of registers with async set/reset came out at 1.010%. The largest total area in the synthesized netlist belongs to sky130_fd_sc_hd__edfxtp_1.

Buffers inserted during clock tree synthesis total 48. After synthesis, the mean cell area works out to 8.761 um2. Looking at the max-slew report, the worst-margin pin has a slew of 0.9190 ns. The number of gates resized after CTS came out at 0. The worst setup path is captured at a register.

The count of pins on the block boundary is 167. The detailed-route DRC error count is 0. The count of endpoints without a timing constraint came out at 8. The height of the chip is 303.1 um. The combinational share of power is 49.8%. The ratio of final minimum period to clock period came out at 60.44%. Yosys mapped a number of flops with a built-in enable equal to 316. The number of buffers and inverters on the critical path came out at 2.

The post-layout minimum cycle time is 14.32 ns. The first-pass detailed-route iteration total came out at 6. The peak per-stage delay on the critical path is 0.76 ns. The total number of warnings across the stage logs came out at 63.

The number of post-CTS setup repair buffers is 0. The share of total power consumed by net switching is 37.92%. At the end of the flow the core is filled with cells to 45.39%. The per-cell routed wire length is 19.79 um. The relative contribution of sequential cells to total power is 27.3%. The placed wire-length estimate is 82,390 um. Looking at the setup timing report, the critical path kind is reg -> reg. Broken down by cell family, the worst path's largest delay share belongs to simple AND/OR/NAND/NOR gates. The post-layout worst setup margin came out at 9.376 ns. The worst voltage drop across the vdd grid came out at 0.2099 mV.

Across all layers, the routed design uses 30,640 vias. The highest clock rate came out at 0.06981 GHz. The number of hold buffers added after cts came out at 0. After synthesis, the largest area contributor takes up 26.16% of total cell area. The combined global-route utilization of all metal layers is 24.81%. The count of unclocked register or latch pins came out at 4. After global routing the overflow that remains totals 0.

In the power breakdown, the internal column shows 0.002049 W. Per the STA report, the cell with the highest stage delay on the worst path is sky130_fd_sc_hd__a311oi_1. The total power divided by cell area came out at 80.92 nW/um2. Summed over all cells, the static leakage comes to 16.39 nW. The master cell of the clock root buffer is sky130_fd_sc_hd__clkbuf_16. The post-placement worst setup slack came out at 9.590 ns.

The arrival time reported for the critical path endpoint is 14.68 ns. The maximum level of the CTS H-tree is 2. As logged by OpenROAD, the buffers inserted on ports number 166. The total met3 wirelength after detailed routing came out at 7644 um. The number of max-capacitance violations reported is 0. Per the final layout report, the fraction of cells sized above drive strength 1 comes to 5.804%. The post-detailed-route via-to-cell ratio is 5.622. The number of placement rows is 110.

After its last routability iteration, the placer logged a weighted congestion of 0.9683. Measured along the x axis, the die boundary spans 303.1 um. The number of global-route vias before repair came to 29,243. For this block, the initial DRC count from the detailed router was 2,173. The highest net fanout along the worst path came out at 20.
-- metrics by stage --
stage          hold WS [ns]  std cells  cell area, um2
2_1_floorplan        0.4244       4140           36270
3_3_place_gp         0.4443       5360           39200
3_5_place_dp         0.4472       5360           39200
4_1_cts              0.4590       5449           40790
5_1_grt              0.4873       5449           40790
6_report             0.4585       5450           40790
-- worst min-delay path, stage by stage (launching register included) --
cell                      delay, ns
sky130_fd_sc_hd__dfxtp_1       0.31
sky130_fd_sc_hd__nand2_1       0.05
sky130_fd_sc_hd__mux2i_1       0.05
-- kinds of logic (layout without fill, tap and decap cells) --
kind of cell               count (synthesis)  after routing  share of synthesized area (%)
latches                                    4              4                         0.1656
AOI/OAI and AO/OA                       1007           1007                          18.07
other                                      1              2                        0.01034
DFF                                      392            392                          30.41
xor gates and xnor gates                 216            216                          5.278
and+or+nand+nor                         1431           1431                          18.88
adders and majority gates                432            432                          19.17
muxes                                     57             57                          1.604
buffers and inverters                    600            733                          6.403
-- layer usage --
metal / vias up / global-route usage [%]
li1: 14876 / -
met1: 14594 / 37.62
met2: 1011 / 38.22
met3: 153 / 5.681
met4: 6 / 4.726
met5: - / 0
-- power by group through the flow --
stage | sequential (W) | clock, W | combinational (W)
after CTS | 0.000901 | 0.000778 | 0.00168
after global routing | 0.000905 | 0.000804 | 0.00194
final | 0.000900 | 0.000758 | 0.00164
-- final timing paths --
path	from	endpoint	slack, ns	cells past startpoint
worst min-delay path	data[8][5]	data[8][5]	0.46	2
worst max-delay path	zero_index[12]	i0[0]	9.38	44
min in group asynchronous	reset	state[1]	4.57	2
worst max register to register	zero_index[12]	i0[0]	9.38	44
max in group asynchronous	reset	state[3]	18.96	2
worst min register to register	data[8][5]	data[8][5]	0.46	2
-- cells in the mapped netlist, types with 28 or more instances --
cell type                    n
sky130_fd_sc_hd__a211oi_1   40
sky130_fd_sc_hd__a21o_1     28
sky130_fd_sc_hd__a21oi_1   247
sky130_fd_sc_hd__a31oi_1    64
sky130_fd_sc_hd__and2_1     73
sky130_fd_sc_hd__and3_1     48
sky130_fd_sc_hd__clkbuf_1  159
sky130_fd_sc_hd__dfxtp_1    72
sky130_fd_sc_hd__edfxtp_1  316
sky130_fd_sc_hd__fa_1      208
sky130_fd_sc_hd__ha_1      219
sky130_fd_sc_hd__inv_1     402
sky130_fd_sc_hd__mux2i_1    48
sky130_fd_sc_hd__nand2_1   427
sky130_fd_sc_hd__nand2b_1   44
sky130_fd_sc_hd__nand3_1   171
sky130_fd_sc_hd__nand4_1    60
sky130_fd_sc_hd__nor2_1    366
sky130_fd_sc_hd__nor2b_1    43
sky130_fd_sc_hd__nor3_1     66
sky130_fd_sc_hd__nor4_1     30
sky130_fd_sc_hd__o211ai_1   41
sky130_fd_sc_hd__o21ai_0   231
sky130_fd_sc_hd__o21ai_1    38
sky130_fd_sc_hd__o21bai_1   35
sky130_fd_sc_hd__o22ai_1    41
sky130_fd_sc_hd__xnor2_1   145
sky130_fd_sc_hd__xor2_1     68
-- flip-flops by register name, summed over array words and instances (netlist names), 12 cells and up --
register / flops
addr_index4: 16
addr_index0: 13
w_data_L0: 12
iaddr: 14
data_fully: 32
addr_weight: 16
addr_L0: 14
L0_index: 16
data: 106
zero_index: 16
w_data_L1: 12
w_data_L2: 32
addr_L1: 12
addr_index2: 16
addr_index3: 16
addr_index1: 16
-- cells in the final DEF, fill, tap and decap left out, drive strengths merged, types with 73 or more instances in the layout --
master | netlist | layout
nand2 | 427 | 427
o21ai | 270 | 270
ha | 219 | 219
nor2 | 368 | 368
xnor2 | 146 | 146
inv | 403 | 412
a21oi | 248 | 248
and2 | 74 | 74
clkdlybuf4s50 | 0 | 166
nand3 | 172 | 172
fa | 208 | 208
edfxtp | 316 | 316
buf | 36 | 73
-- cell type report --
class                      instances  area [um2]
antenna                            1       2.502
clock buffer                      63        1320
clock inverter                    26       276.5
fill                            8663       49080
inverter                         405        1520
multi-input combinational       3144       22900
sequential                       396       11090
tap                             1176        1471
timing repair buffer             239        2210
Power is estimated from default activity; no workload was simulated.
